--- design/flow/design.v ---
module alu(a, b, op, result, zero);
	input [31:0] a, b;
	input [3:0] op;
	output [31:0] result;
	output zero;
	wire [31:0] addsub, multiply, shiftleft, shiftright, rightarith;
	wire seq, sge, sgt, sle;
	reg [31:0] res;
	reg sel;
	add_sub_32 adder(.a(a),.b(b),.sel(sel),.sum(addsub));
	mult multiplier(a,b,multiply);
	equal equal(a,b,seq);
	greaterOrEqual ge(a,b,sge);
	greaterThan greater(a,b,sgt);
	lessOrEqual le(a,b,sle);
	sll left(a,b,shiftleft);
	srl right(a,b,shiftright);
	sra ra(a,b,rightarith);
	assign result = res;
	assign zero = (res == 1'b0) ? 1'b1 : 1'b0;
	always @* 
	case (op)
		0 : res <= a & b;
		1 : res <= a | b;
		2 : res <= a ^ b;
		3 : begin
				sel <= 1'b0;
				res <= addsub;
			end
		4 : begin
				sel <= 1'b1;
				res <= addsub;
			end
		5 : res <= multiply;
		6 : res <= {{31{1'b0}}, seq};
		7 : res <= {{31{1'b0}}, ~seq};
		8 : res <= {{31{1'b0}}, sge};
		9 : res <= {{31{1'b0}}, sgt};
		10 : res <= {{31{1'b0}}, ~sgt};
		11 : res <= {{31{1'b0}}, sle};
		12 : res <= shiftleft;
		13 : res <= shiftright;
		14 : res <= rightarith;
		default : res <= 32'd0;
	endcase
endmodule
module mux_2to1_n(src0, src1, sel, z);
	parameter n = 1;
	input [(n-1):0] src0, src1;
	input sel;
	output [(n-1):0] z;
	assign z = (sel == 1'b0) ? src0 : src1;
endmodule
module adder_32(a, b, cin, sum, cout);
   parameter N = 32;
   input cin;
   input [N-1:0] a, b;
   output [N-1:0] sum;
   output cout;
   wire [N:0] carry;
   assign carry[0] = cin;
   assign cout = carry[N]; 
   generate
   genvar i;
   for (i = 0; i < N; i = i+1)
       begin : uF
       fulladder FULL_ADDER (a[i], b[i], carry[i], sum[i], carry[i+1]);
   end
   endgenerate
endmodule
module add_sub_32(a, b, sel, cin, sum, cout);
  parameter N = 32;
  input [N-1:0] a, b;
  input cin, sel;
  output [N-1:0] sum;
  output cout;
  wire [N-1:0] input_b;
  generate
  genvar i;
  for (i = 0; i < N; i = i+1)
      begin : uF
      xor (input_b[i],b[i],sel); 
  end
  endgenerate
  adder_32 THE_ADDER (a, input_b, sel, sum, cout);
endmodule
module fulladder(a, b, cin, z, cout);
	input a, b, cin;
	output z, cout;
	assign z = a ^ b ^ cin;
	assign cout = (a & b) ^ (cin & (a ^ b));
endmodule
module mult(a, b, result);
	input [31:0] a, b;
	output [31:0] result;
	wire [29:0] carryvector [0:29];
	wire [30:0] resultvector [0:30];
	genvar i, j, k;
	assign result[0] = a[0] & b[0];
	generate
		for (k = 0; k < 31; k = k + 1) begin: row1
			assign resultvector[0][k] = a[k+1] & b[0];
		end
		for (j = 0; j < 30; j = j + 1) begin: rows
			fulladder first(.a(a[0] & b[j+1]), .b(resultvector[j][0]), .cin(1'b0), .z(result[j+1]), .cout(carryvector[j][0]));
			for (i = 0; i < (30-j)-1; i = i + 1) begin: rowX
				fulladder middle(.a(a[i+1] & b[j+1]), .b(resultvector[j][i+1]), .cin(carryvector[j][i]), .z(resultvector[j+1][i]), .cout(carryvector[j][i+1]));
			end
			fulladder last(.a(a[30-j] & b[j+1]), .b(resultvector[j][30-j]), .cin(carryvector[j][(30-j)-1]), .z(resultvector[j+1][(30-j)-1]));
		end
	endgenerate
	fulladder finalbit(.a(a[0] & b[31]), .b(resultvector[30][0]), .cin(1'b0), .z(result[31]));
endmodule
module constant(a,b,x);
        input a, b;
        output x;
        assign x = (a&b) | ((~a)&(~b));
endmodule
module equal(a,b,eq);
        parameter N = 32;
        input [N-1:0] a, b;
        output eq;
        wire [N-1:0] x;
        generate
        genvar i;
        for(i = 0; i < N; i = i+1)
                begin : uF
                constant GENERATE_X(a[i], b[i], x[i]);
        end
        endgenerate
		assign eq = &x;
endmodule
module aNotb(a,b, test);
        input a, b;
        output test;
        assign test = a & ~b;
endmodule
module greaterThan(a,b,eq);
        parameter N = 32;
        input signed [N-1:0]  a, b;
        output eq;
        wire [N-1:0] x;
        wire  [N-1:0] anotbvector;
	wire [N-2:0] ineqvector;
	wire mageq;
        generate
        genvar i;
        for(i=0; i<(N); i = i+1)
                begin : uF
                constant GENERATE(a[i], b[i], x[i]);
                aNotb AB(a[i],b[i],anotbvector[i]);
        end
	for (i=N-2; i >= 0; i = i-1) begin: ineq
		assign ineqvector[i] = &x[N-1:((N-1)-(N-2-i))] & anotbvector[i]; 	
	end
        endgenerate
	assign mageq = anotbvector[N-1] | |ineqvector;
	assign eq = ((a[N-1] == 1'b0 && b[N-1] == 1'b1) || (a[N-1] == 1'b1 && b[N-1] == 1'b0)) ? ~mageq : mageq;
endmodule
module greaterOrEqual(a,b,eq);
	parameter N = 32;
	input [N-1:0] a, b;
	output eq;
	wire [N-1:0] x;
	wire  test1, test2;
	greaterThan GREATER(a,b,test1);
	equal EQ(a,b,test2);
	assign eq = test1 | test2;
endmodule
module Notab(a,b, test);
        input a, b;
        output test;
        assign test = ~a & b;
endmodule
module lessThan(a,b,eq);
	parameter N = 32;
    input signed [N-1:0]  a, b;
    output eq;
    wire [N-1:0] x;
    wire  [N-1:0] notabvector;
	wire [N-2:0] ineqvector;
	wire mageq;
        generate
        genvar i;
        for(i=0; i<(N); i = i+1)
                begin : uF
                constant GENERATE(a[i], b[i], x[i]);
                Notab AB(a[i],b[i],notabvector[i]);
        end
	for (i=N-2; i >= 0; i = i-1) begin: ineq
		assign ineqvector[i] = &x[N-1:((N-1)-(N-2-i))] & notabvector[i]; 	
	end
        endgenerate
	assign mageq = notabvector[N-1] | |ineqvector;
	assign eq = ((a[N-1] == 1'b0 && b[N-1] == 1'b1) || (a[N-1] == 1'b1 && b[N-1] == 1'b0)) ? ~mageq : mageq;
endmodule
module lessOrEqual(a,b,eq);
        parameter N = 32;
        input [N-1:0] a, b;
        output eq;
        wire  test1, test2;
      	lessThan LESS(a,b,test1);
  	equal EQ(a,b,test2);
        assign eq = test1 | test2;
endmodule
module sll(a, b, result);
	input [31:0] a, b;
	output [31:0] result;
	wire [31:0] row2;
	wire [31:0] row3;
	wire [31:0] row4;
	wire [31:0] row5;
	wire zero;
	assign zero = 1'b0;
	genvar i;
	generate
		for (i = 0; i < 31; i = i + 1) begin: row1begin
			mux_2to1_n mux_2to1_n(.src0(a[31-i]), .src1(a[30-i]), .sel(b[0]), .z(row2[i]));
		end
	endgenerate
	mux_2to1_n mux_2to1_n(.src0(a[0]), .src1(zero), .sel(b[0]), .z(row2[31]));
	generate
		for (i = 0; i < 30; i = i + 1) begin: row2begin
			mux_2to1_n mux_2to1_n(.src0(row2[i]), .src1(row2[i+2]), .sel(b[1]), .z(row3[i]));
		end
	endgenerate
	generate
		for (i = 30; i < 32; i = i + 1) begin: row2end
			mux_2to1_n mux_2to1_n(.src0(row2[i]), .src1(zero), .sel(b[1]), .z(row3[i]));
		end
	endgenerate
	generate
		for (i = 0; i < 28; i = i + 1) begin: row3begin
			mux_2to1_n mux_2to1_n(.src0(row3[i]), .src1(row3[i+4]), .sel(b[2]), .z(row4[i]));
		end
	endgenerate
	generate
		for (i = 28; i < 32; i = i + 1) begin: row3end
			mux_2to1_n mux_2to1_n(.src0(row3[i]), .src1(zero), .sel(b[2]), .z(row4[i]));
		end
	endgenerate
	generate
		for (i = 0; i < 24; i = i + 1) begin: row4begin
			mux_2to1_n mux_2to1_n(.src0(row4[i]), .src1(row4[i+8]), .sel(b[3]), .z(row5[i]));
		end
	endgenerate
	generate
		for (i = 24; i < 32; i = i + 1) begin: row4end
			mux_2to1_n mux_2to1_n(.src0(row4[i]), .src1(zero), .sel(b[3]), .z(row5[i]));
		end
	endgenerate
	generate
		for (i = 0; i < 16; i = i + 1) begin: row5begin
			mux_2to1_n mux_2to1_n(.src0(row5[i]), .src1(row5[i+16]), .sel(b[4]), .z(result[31-i]));
		end
	endgenerate
	generate
		for (i = 16; i < 32; i = i + 1) begin: row5end
			mux_2to1_n mux_2to1_n(.src0(row5[i]), .src1(zero), .sel(b[4]), .z(result[31-i]));
		end
	endgenerate
endmodule
module sra(a, b, result);
	input [31:0] a, b;
	output [31:0] result;
	wire [31:0] row2;
	wire [31:0] row3;
	wire [31:0] row4;
	wire [31:0] row5;
	wire zero;
	assign zero = a[31];
	genvar i;
	generate
		for (i = 0; i < 31; i = i + 1) begin: row1begin
			mux_2to1_n mux_2to1_n(.src0(a[i]), .src1(a[i+1]), .sel(b[0]), .z(row2[i]));
		end
	endgenerate
	mux_2to1_n mux_2to1_n(.src0(a[31]), .src1(zero), .sel(b[0]), .z(row2[31]));
	generate
		for (i = 0; i < 30; i = i + 1) begin: row2begin
			mux_2to1_n mux_2to1_n(.src0(row2[i]), .src1(row2[i+2]), .sel(b[1]), .z(row3[i]));
		end
	endgenerate
	generate
		for (i = 30; i < 32; i = i + 1) begin: row2end
			mux_2to1_n mux_2to1_n(.src0(row2[i]), .src1(zero), .sel(b[1]), .z(row3[i]));
		end
	endgenerate
	generate
		for (i = 0; i < 28; i = i + 1) begin: row3begin
			mux_2to1_n mux_2to1_n(.src0(row3[i]), .src1(row3[i+4]), .sel(b[2]), .z(row4[i]));
		end
	endgenerate
	generate
		for (i = 28; i < 32; i = i + 1) begin: row3end
			mux_2to1_n mux_2to1_n(.src0(row3[i]), .src1(zero), .sel(b[2]), .z(row4[i]));
		end
	endgenerate
	generate
		for (i = 0; i < 24; i = i + 1) begin: row4begin
			mux_2to1_n mux_2to1_n(.src0(row4[i]), .src1(row4[i+8]), .sel(b[3]), .z(row5[i]));
		end
	endgenerate
	generate
		for (i = 24; i < 32; i = i + 1) begin: row4end
			mux_2to1_n mux_2to1_n(.src0(row4[i]), .src1(zero), .sel(b[3]), .z(row5[i]));
		end
	endgenerate
	generate
		for (i = 0; i < 16; i = i + 1) begin: row5begin
			mux_2to1_n mux_2to1_n(.src0(row5[i]), .src1(row5[i+16]), .sel(b[4]), .z(result[i]));
		end
	endgenerate
	generate
		for (i = 16; i < 32; i = i + 1) begin: row5end
			mux_2to1_n mux_2to1_n(.src0(row5[i]), .src1(zero), .sel(b[4]), .z(result[i]));
		end
	endgenerate
endmodule
module srl(a, b, result);
	input [31:0] a, b;
	output [31:0] result;
	wire [31:0] row2;
	wire [31:0] row3;
	wire [31:0] row4;
	wire [31:0] row5;
	wire zero;
	assign zero = 1'b0;
	genvar i;
	generate
		for (i = 0; i < 31; i = i + 1) begin: row1begin
			mux_2to1_n mux_2to1_n(.src0(a[i]), .src1(a[i+1]), .sel(b[0]), .z(row2[i]));
		end
	endgenerate
	mux_2to1_n mux_2to1_n(.src0(a[31]), .src1(zero), .sel(b[0]), .z(row2[31]));
	generate
		for (i = 0; i < 30; i = i + 1) begin: row2begin
			mux_2to1_n mux_2to1_n(.src0(row2[i]), .src1(row2[i+2]), .sel(b[1]), .z(row3[i]));
		end
	endgenerate
	generate
		for (i = 30; i < 32; i = i + 1) begin: row2end
			mux_2to1_n mux_2to1_n(.src0(row2[i]), .src1(zero), .sel(b[1]), .z(row3[i]));
		end
	endgenerate
	generate
		for (i = 0; i < 28; i = i + 1) begin: row3begin
			mux_2to1_n mux_2to1_n(.src0(row3[i]), .src1(row3[i+4]), .sel(b[2]), .z(row4[i]));
		end
	endgenerate
	generate
		for (i = 28; i < 32; i = i + 1) begin: row3end
			mux_2to1_n mux_2to1_n(.src0(row3[i]), .src1(zero), .sel(b[2]), .z(row4[i]));
		end
	endgenerate
	generate
		for (i = 0; i < 24; i = i + 1) begin: row4begin
			mux_2to1_n mux_2to1_n(.src0(row4[i]), .src1(row4[i+8]), .sel(b[3]), .z(row5[i]));
		end
	endgenerate
	generate
		for (i = 24; i < 32; i = i + 1) begin: row4end
			mux_2to1_n mux_2to1_n(.src0(row4[i]), .src1(zero), .sel(b[3]), .z(row5[i]));
		end
	endgenerate
	generate
		for (i = 0; i < 16; i = i + 1) begin: row5begin
			mux_2to1_n mux_2to1_n(.src0(row5[i]), .src1(row5[i+16]), .sel(b[4]), .z(result[i]));
		end
	endgenerate
	generate
		for (i = 16; i < 32; i = i + 1) begin: row5end
			mux_2to1_n mux_2to1_n(.src0(row5[i]), .src1(zero), .sel(b[4]), .z(result[i]));
		end
	endgenerate
endmodule
--- design/flow/run.sh ---
#!/bin/bash
# OpenROAD 26Q1-2900-gdf79404cd8, Yosys 0.63+post, stock flow scripts
make -C /OpenROAD-flow-scripts/flow DESIGN_CONFIG=/design/flow/config.mk WORK_HOME=/design/flow/orfs finish
--- design/flow/config.mk ---
export PLATFORM = sky130hd
export DESIGN_NAME = alu
export DESIGN_NICKNAME = alu
export VERILOG_FILES = /design/flow/design.v
export SDC_FILE = /design/flow/constraint.sdc
export NUM_CORES = 4
export LEC_CHECK = 1
export CORE_UTILIZATION = 50
--- design/flow/constraint.sdc ---
current_design alu

set clk_period 56.7
set clk_io_pct 0.2

create_clock -name clk0 -period $clk_period

set non_clock_inputs [all_inputs -no_clocks]
set_input_delay [expr $clk_period * $clk_io_pct] -clock clk0 $non_clock_inputs
set_output_delay [expr $clk_period * $clk_io_pct] -clock clk0 [all_outputs]
==> run notes <==
Implementation numbers.

- The critical path class is in -> out.
- The most frequent cell on the critical path is sky130_fd_sc_hd__fa_1.
- The width of the chip reads ~210 um.
- The tally of max-capacitance violations is 0.
- The layout summary lists the proportion of cells stronger than drive strength 1 as 0.0784.
- Note that the worst hold path type here is in -> out.
- The achievable clock frequency is about 19 MHz.
- The standard-cell row count reads 74.
- The chip area line of the yosys report reads between 20000 and 25000 um^2.
- The register with the highest flop count reads sel.
- The number of instances in the placed design is 2842.
- The number of unconstrained endpoints reads 1.
- The remaining global-route overflow is 0.
- The stage-log warning count reads ~130.
- The commonest register cell after synthesis reads sky130_fd_sc_hd__dlxtn_1.
- The hold violation total from the final report is 0.
- The startpoint type of the worst setup path reads an input pin.
- The shortest clock period the worst path allows after layout is 53.47 ns.
- The number of design-rule violations left by the first detailed-router iteration reads 1472.
- The registers reported with the highest flop counts are sel: 1 flops.
- The gate count after technology mapping reads about 2300.
- The number of flip-flops in the largest register is 1.
- In this run, post-CTS hold repair placed 0 buffers.
- The max-slew headroom at the worst pin reads 0.335.
- The number of ports placed on the die boundary is slightly above 100.
- The termination of the worst setup path reads zero.
- The number of cells upsized or downsized after cts reads 0.
- The synthesized netlist contains 82 unique library cells.
- According to the floorplan report, the die height is 206 um.
- The core region is between 40000 and 50000 um^2.
- The combined area of all synthesized cells reads between 20000 and 25000 um^2.
- The synthesized area per cell is 9.10 um^2.
- The post-detailed-route via-to-cell ratio reads 6.39.
- The HPWL after detailed placement reads approximately 66000 um.
- In this run the worst setup path begins at a[1].
- In the final timing run, aggregate negative setup slack is 0 ns.
- The final core utilization reads 0.547.
- The via count is roughly 18000.
- The number of fill cells in the layout is 3702.
- In this run the cell area measured after placement is 22400 um^2.
- The number of setup violations in the final report is 0.
- In the post-route report, total wirelength is listed as about 86000 um.
- The post-synth tally of flip-flops with integrated enable is 0.
- The global-route usage over all layers is 0.447.
- The initial antenna violation count reads 5.
- The biggest fanout along the worst timing path reads 29.
- The script logs the mean routed wire length per placed instance as a little over 30 um.
- The number of cell instances after yosys synthesis is 2292.
- The count of unresolved DRC violations after routing reads 0.
- The count of cells in the finished layout, fillers not included, comes to 2845.
- The total die area reads roughly 43000 um^2.
- The placement summary gives the final routability congestion estimate as roughly 1.1.
- On the critical path the data arrives at ~42 ns.
- The async set-or-reset flop fraction in the synthesized netlist reads 0.
- The number of slew-limit violations in the final report reads 0.
- The number of buffer cells added on primary ports reads a little over 100.
- Entering global routing, the biggest net connects ~60 pins.
- The least setup slack across all paths after layout reads between 3 and 4 ns.
- The number of register pins that no clock reaches was 1.
- The number of global-route vias before repair is roughly 19000.
- The category of the worst setup path capture point is a primary output.
- The first global-routing pass estimated 126000 um of wire.
- The remaining antenna violation count after routing is 0.
- The starting utilization of the core area reads 0.508.
- The share of the clock period used by the worst path reads 0.943.
- The worst stage delay on the critical path reads around 0.77 ns.
- Among all stages on the critical path, the largest delay is contributed by sky130_fd_sc_hd__clkdlybuf4s50_1.
- The count of state elements after synthesis reads 1.
- The number of iterations in the first detailed-routing pass reads 22.
- The number of warnings issued by yosys is 2.
- After routing the design area is 22500 um^2.
- Buffers added to address setup during post-CTS repair amount to 0.
- The area growth from synthesis to layout is 7.67%.
- Setup repair after global routing left no endpoint under its margin.
- The required time reported for the critical path endpoint reads between 40 and 50 ns.
- Hold is met by about 24 ns.
- The run finished with clean final reports.
- The pin closest to its max-slew limit shows a slew of about 0.97 ns.
- The minimum setup slack after placement is ~3.3 ns.
## critical path: cells and delay by family
family | cells | cell delay, ns
adder cells (fa/ha/maj) | 59 | 26.47
AND-OR/OR-AND | 3 | 0.81
buffers and inverters | 8 | 2.06
AND/OR/NAND/NOR | 6 | 1.45
## per-layer routing
layer  vias to the layer above  global-route usage  share of wire
met2                      1163               0.615           0.43
li1                       7562                   -              -
met3                       260               0.225           0.15
met4                         4               0.181          0.053
met1                      9190               0.621           0.38
met5                         -              0.0107        0.00033
## final cells by class
class	count	area [um^2]	share of cell area
Multi-Input combinational cell	1934	19400	0.864
Tap cell	532	666	0.0296
Inverter	183	687	0.0306
Sequential cell	1	16.3	0.000724
Timing Repair Buffer	192	1670	0.0746
Antenna cell	3	7.51	0.000334
## logic make-up after synthesis
kind of cell,share of synthesized area
latches,0.000720
compound gates,0.0977
simple gates,0.160
buf+inv,0.0697
xor+xnor,0.0410
fa+ha+maj,0.541
mux,0.0894
## cells in the final DEF (no fill, tap or decap), types with 11 or more instances in the layout
master	n
sky130_fd_sc_hd__a21oi_1	56
sky130_fd_sc_hd__a221oi_1	11
sky130_fd_sc_hd__a22oi_1	20
sky130_fd_sc_hd__buf_4	93
sky130_fd_sc_hd__clkdlybuf4s50_1	96
sky130_fd_sc_hd__clkinv_1	17
sky130_fd_sc_hd__fa_1	465
sky130_fd_sc_hd__ha_1	158
sky130_fd_sc_hd__inv_1	164
sky130_fd_sc_hd__mux2_2	30
sky130_fd_sc_hd__mux2i_1	55
sky130_fd_sc_hd__mux4_2	41
sky130_fd_sc_hd__nand2_1	246
sky130_fd_sc_hd__nand3_1	29
sky130_fd_sc_hd__nand4_1	12
sky130_fd_sc_hd__nor2_1	419
sky130_fd_sc_hd__nor2b_1	17
sky130_fd_sc_hd__nor3_1	14
sky130_fd_sc_hd__nor4_1	13
sky130_fd_sc_hd__o211ai_1	26
sky130_fd_sc_hd__o21ai_0	38
sky130_fd_sc_hd__o22ai_1	26
sky130_fd_sc_hd__xnor2_1	55
sky130_fd_sc_hd__xor2_1	40
## worst min path at each step
| stage | start | to | depth (start not counted) |
|---|---|---|---|
| CTS | b[3] | result[29] | 5 |
| global route | b[3] | result[29] | 5 |
| finish | b[3] | result[29] | 5 |
## cell usage after synthesis, types with 13 or more instances
cell type	n	area, um^2
sky130_fd_sc_hd__xnor2_1	55	482
sky130_fd_sc_hd__nor3_1	16	80.1
sky130_fd_sc_hd__o22ai_1	26	163
sky130_fd_sc_hd__clkinv_1	17	63.8
sky130_fd_sc_hd__o21ai_0	38	190
sky130_fd_sc_hd__mux2i_1	55	551
sky130_fd_sc_hd__inv_1	164	616
sky130_fd_sc_hd__nor2_1	419	1570
sky130_fd_sc_hd__xor2_1	40	350
sky130_fd_sc_hd__ha_1	158	1980
sky130_fd_sc_hd__clkbuf_1	109	409
sky130_fd_sc_hd__o211ai_1	26	195
sky130_fd_sc_hd__a22oi_1	20	150
sky130_fd_sc_hd__nand2_1	246	923
sky130_fd_sc_hd__nor2b_1	17	106
sky130_fd_sc_hd__nor4_1	13	81.3
sky130_fd_sc_hd__fa_1	465	9310
sky130_fd_sc_hd__mux2_2	30	338
sky130_fd_sc_hd__mux4_2	41	923
sky130_fd_sc_hd__buf_1	31	116
sky130_fd_sc_hd__a21oi_1	56	280
sky130_fd_sc_hd__buf_2	23	115
sky130_fd_sc_hd__nand3_1	29	145
