`flow/config.mk`:
```
export PLATFORM = sky130hd
export DESIGN_NAME = control
export DESIGN_NICKNAME = control
export VERILOG_FILES = /design/flow/design.v
export SDC_FILE = /design/flow/constraint.sdc
export NUM_CORES = 4
export LEC_CHECK = 1
export CORE_AREA = 10 10 106 106
export DIE_AREA = 0 0 116 116
```
`flow/constraint.sdc`:
```
current_design control

set clk_period 4.0
set clk_io_pct 0.2

create_clock -name clk0 -period $clk_period

set non_clock_inputs [all_inputs -no_clocks]
set_input_delay [expr $clk_period * $clk_io_pct] -clock clk0 $non_clock_inputs
set_output_delay [expr $clk_period * $clk_io_pct] -clock clk0 [all_outputs]
```
`flow/design.v`:
```
module control(instruction, regdst, alusrc, mem2reg, regwrite, memwrite, branch, jump, aluctrl, extop, fpoint, rd, rs1, rs2, dsize, loadext, jal, jar);
	input [31:0] instruction;
	output regdst, alusrc, mem2reg, regwrite, memwrite, branch, jump, extop, loadext, jal, jar;
	output [1:0] fpoint, dsize;
	output [3:0] aluctrl;
	output [4:0] rd, rs1, rs2;
	reg rdst, alusc, memreg, regwr, memwr, br, jmp, exop, loadex, jall, jarr;
	reg [1:0] fpnt, dsiz;
	reg [3:0] aluctl;
	reg [4:0] regd, regs, regt;
	assign regdst = rdst;
	assign alusrc = alusc;
	assign mem2reg = memreg;
	assign regwrite = regwr;
	assign memwrite = memwr;
	assign branch = br;
	assign jump = jmp;
	assign aluctrl = aluctl;
	assign extop = exop;
	assign fpoint = fpnt;
	assign rd = regd;
	assign rs1 = regs;
	assign rs2 = regt;
	assign loadext = loadex;
	assign dsize = dsiz;
	assign jal = jall;
	assign jar = jarr;
	always @*
		begin
		regd <= instruction[15:11];
		regt <= instruction[20:16];
		regs <= instruction[25:21];
		if (instruction[31:26] == 6'd0 || instruction[31:26] == 6'd1)
		begin
			rdst <= 1'b1;
			alusc <= 1'b0;
			memreg <= 1'b0;
			regwr <= 1'b1;
			memwr <= 1'b0;
			br <= 1'b0;
			jmp <= 1'b0;
			exop <= 1'b0;
			fpnt <= 2'b00;
			dsiz <= 2'b00;
			loadex <= 1'b0;
			jall <= 1'b0;
			jarr <= 1'b0;
			case (instruction[10:0])
				32 : aluctl <= 4'b0011;
				33 : aluctl <= 4'b0011;
				36 : aluctl <= 4'b0000;
				52 : begin aluctl <= 4'b0000; fpnt <= 2'b01; end
				53 : begin aluctl <= 4'b0000; fpnt <= 2'b10; end
				14 : begin aluctl <= 4'b0101; fpnt <= 2'b11; end
				22 : begin aluctl <= 4'b0101; fpnt <= 2'b11; end
				21 : begin regwr <= 1'b0; aluctl <= 4'b0000; end 
				37 : aluctl <= 4'b0001;
				40 : aluctl <= 4'b0110;
				45 : aluctl <= 4'b1000;
				43 : aluctl <= 4'b1001;
				44 : aluctl <= 4'b1011;
				4 : aluctl <= 4'b1100;
				42 : aluctl <= 4'b1010;
				41 : aluctl <= 4'b0111;
				7 : aluctl <= 4'b1110;
				6 : aluctl <= 4'b1101;
				34 : aluctl <= 4'b0100;
				35 : aluctl <= 4'b0100;
				38 : aluctl <= 4'b0010;
				default : aluctl <= 4'b0000;
			endcase
		end
		else if (instruction[31:26] == 6'd2 || instruction[31:26] == 6'd3)
		begin
			rdst <= 1'b0; alusc <= 1'b0; memreg <= 1'b0; regwr <= 1'b0;
			memwr <= 1'b0; br <= 1'b0; jmp <= 1'b1; exop <= 1'b0; aluctl <= 4'b0000; fpnt <= 2'b00;
			dsiz <= 2'b00; loadex <= 1'b0; jarr <= 1'b0;
			if (instruction[31:26] == 6'd3) begin jall <= 1'b1; regwr <= 1'b1; rdst <= 1'b1; regd <= 5'b11111; end 
		end
		else
		begin
			alusc <= 1'b1; memreg <= 1'b0; regwr <= 1'b1; memwr <= 1'b0; 
			br <= 1'b0; jmp <= 1'b0; exop <= 1'b1; fpnt <= 2'b00; rdst <= 1'b0;
			dsiz <= 2'b00; loadex <= 1'b0; jall <= 1'b0; jarr <= 1'b0;
			case (instruction[31:26])
				8: aluctl <= 4'b0011;
				9: begin aluctl <= 4'b0011; exop <= 1'b0; end
				12: begin aluctl <= 4'b0000; exop <= 1'b0; end
				4: begin alusc <= 1'b0; regwr <= 1'b0; br <= 1'b1; regt <= 5'b00000;  aluctl <= 4'b0100; end
				5: begin alusc <= 1'b0; regwr <= 1'b0; br <= 1'b1; regt <= 5'b00000;  aluctl <= 4'b0100; end
				19: begin regt <= 5'b11111; aluctl <= 4'b0000; exop <= 1'b0; jarr <= 1'b1; jall <= 1'b1; end
				18: begin regwr <= 1'b0; aluctl <= 4'b0000; exop <= 1'b0; jarr <= 1'b1; end
				32: begin memreg <= 1'b1; aluctl <= 4'b0011; dsiz <= 2'b00; loadex <= 1'b1; end
				36: begin memreg <= 1'b1; aluctl <= 4'b0011; dsiz <= 2'b00; end
				33: begin memreg <= 1'b1; aluctl <= 4'b0011; dsiz <= 2'b01; loadex <= 1'b1; end
				15: begin regs <= 5'b00000; rdst <= 1'b0; memreg <= 1'b0; aluctl <= 4'b0011; exop <= 1'b0; end
				37: begin memreg <= 1'b1; aluctl <= 4'b0011; dsiz <= 2'b01; end
				35: begin memreg <= 1'b1; aluctl <= 4'b0011; dsiz <= 2'b11; end
				13: begin aluctl <= 4'b0001; exop <= 1'b0; end
				40: begin regwr <= 1'b0; memwr <= 1'b1; aluctl <= 4'b0011; dsiz <= 2'b00; end
				24: aluctl <= 4'b0110;
				29: aluctl <= 4'b1000;
				27: aluctl <= 4'b1001;
				41: begin regwr <= 1'b0; memwr <= 1'b1; aluctl <= 4'b0011; dsiz <= 2'b01; end
				28: aluctl <= 4'b1011;
				20: aluctl <= 4'b1100;
				26: aluctl <= 4'b1010;
				25: aluctl <= 4'b0111;
				23: aluctl <= 4'b1110;
				22: aluctl <= 4'b1101;
				10: aluctl <= 4'b0100;
				11: begin aluctl <= 4'b0100; exop <= 1'b0; end
				43: begin regwr <= 1'b0; memwr <= 1'b1; aluctl <= 4'b0011; dsiz <= 2'b11; end
				14: begin aluctl <= 4'b0010; exop <= 1'b0; end
			endcase
		end
		end
endmodule
```
`flow/run.sh`:
```
#!/bin/bash
# OpenROAD 26Q1-2900-gdf79404cd8, Yosys 0.63+post, stock flow scripts
make -C /OpenROAD-flow-scripts/flow DESIGN_CONFIG=/design/flow/config.mk WORK_HOME=/design/flow/orfs finish
```
==> flow.log <==
[flow] final metrics
[metrics] unique cell type count in the Yosys netlist: 46
[metrics] wire length of the first global-routing pass: 6770 um
[metrics] number of hold violations in the final report: 0
[metrics] Worst Tran Pin Value: 0.517 ns
[metrics] Placer Congestion: between 0.8 and 0.9
[metrics] number of warning messages in the yosys log: 1
[metrics] chip area from the yosys synthesis statistics: 987 um2
[metrics] Boundary Pins: 66
[metrics] max-slew violation count: 0
[metrics] Die Width: 116 um
[metrics] run status: finished, final reports clean
[metrics] sequential share of power: under 10%
[metrics] number of register pins that no clock reaches: 5
[metrics] hpwl dp: 3630 um
[metrics] highest metal layer with signal wires: met3
[metrics] mean instance size in the synthesized netlist: 6.29 um2
[metrics] clock network power share: 0%
[metrics] Largest type area fraction: 7.60%
[metrics] via count of the first global-routing pass: 1288
[metrics] CORE AREA: 0.00885 mm2
[metrics] period utilisation layout: 91.6%
[metrics] leakage power figure: about 0.00065 uW
[metrics] antenna violations before repair: 0
[metrics] total routing resource utilization after global routing: 6.09%
[metrics] port buffer count: ~66
[metrics] Net Switching: 57.8 uW
[metrics] Die Y: 116 um
[metrics] dominant register cell in the synthesized netlist: dlxtn_1
[metrics] cells in synth_stat.txt: around 160
[metrics] Max Freq: 0.273 GHz
[metrics] ANT cells: 0
[metrics] total routed wirelength: approximately 4200 um
[metrics] fill cell total of the finished layout: 990
[metrics] unrepaired setup endpoints after global routing: false
[metrics] number of setup buffers added after CTS: 0
[metrics] final setup violating endpoints: 0
[metrics] pin count of the biggest net entering global routing: 16
[metrics] netlist area before placement: 987 um2
[metrics] endpoints left unconstrained: 10
[metrics] total via count after detailed routing: 1347
[metrics] final worst path period need: 3.66 ns
[metrics] Crit. End Element: output port
[metrics] switching power share of the total: 39.8%
[metrics] wire length on met2: 1970 um
[metrics] TNS Setup: 0 ns
[metrics] stage-log warning count: 32
[metrics] cts hold-fix bufs: 0
[metrics] overall power after layout: ~150 uW
[metrics] drt first-iter violations: 63
[metrics] area used by multi-input combinational logic: 807 um2
[metrics] detail-routed via count per cell: between 4 and 5
[metrics] global-route congestion overflow total: 0
[metrics] average routed wire per standard cell: between 10 and 15 um
[metrics] cell count after synthesis: 157
[metrics] Antenna Nets Post-Route: 0
[metrics] largest voltage drop on the vdd net: a little over 0.04 mV
[metrics] Site Rows: 34
[metrics] pre-placement core utilization: 11.2%
[metrics] data required time at the worst endpoint: 3.20 ns
[metrics] Synth-to-Final Area Change: 79.8%
[metrics] CP Max Fanout: 4
[metrics] iteration tally of the first detailed-router pass: 4
[metrics] combinational power share: 96.1%
[metrics] leading area contributor after synthesis: dlxtn_1
[metrics] FF/Latch Area: between 70 and 80 um2
[metrics] flip-flops with a built-in enable: 0
[metrics] Slew Limit Headroom: 65.4%
[metrics] Int Power: 87.5 uW
[metrics] worst setup path category: input port to output port
[metrics] arrival time of the worst setup path: 2.86 ns
[metrics] Die Outline Area: 0.0135 mm2
[metrics] total met3 wirelength after detailed routing: between 300 and 400 um
[metrics] power density of the placed cells: 81.9 mW/mm2
[metrics] top post-synthesis cells by area: dlxtn_1, nor2_1, and2_1
[metrics] max-cap check violation count: 0
[metrics] Residual DRC: 0
[metrics] met1 layer wirelength in the final routing: 1890 um
[metrics] proportion of layout cells with a drive suffix above 1: ~10%
[metrics] post-CTS sizing: 0
[metrics] CP startpoint kind: input port
[metrics] fraction of registers with async set or reset after synthesis: 0%
[metrics] flop and latch count out of synthesis: 5
[metrics] kind of path behind the tightest hold check: input port to output port
[metrics] worst hold-check slack: 2.52 ns
## placed cells by master (no fill, tap or decap), types with 4 or more instances in the layout
| cell | instances |
|---|---|
| nor3_1 | 5 |
| and2_1 | 8 |
| and3_1 | 4 |
| or2_2 | 7 |
| or3_1 | 4 |
| clkdlybuf4s50_1 | 66 |
| inv_1 | 10 |
| o211ai_1 | 4 |
| a21oi_1 | 7 |
| buf_4 | 8 |
| o21ai_0 | 10 |
| dlxtn_1 | 5 |
| nand2_1 | 8 |
| o21a_1 | 4 |
| nor2_1 | 15 |
## power by group through the flow
| stage | clock (uW) | combinational [uW] | sequential [uW] |
|---|---|---|---|
| 4_1_cts | 0 | 141 | 5.67 |
| 5_1_grt | 0 | 155 | 5.89 |
| 6_report | 0 | 140 | 5.62 |
## cell type report
cell class | count | share of cell area, %
multi-input combinational | 126 | 45.5
timing repair buffer | 74 | 40.6
inverter | 10 | 2.11
sequential | 5 | 4.23
tap | 108 | 7.61
## metrics by stage
step | cells | setup WS (ns) | instance area (um2) | util [%]
floorplan | 157 | 1.34 | 987 | -
global placement | 323 | 0.344 | 1780 | 20.1
detailed placement | 323 | 0.352 | 1780 | 20.1
CTS | 323 | 0.340 | 1780 | 20.1
global route | 323 | 0.217 | 1780 | 20.1
finish | 323 | 0.337 | 1780 | 20.1
## worst paths after layout
| check | end | slack [ns] | cells after the start | from |
|---|---|---|---|---|
| worst max-delay path | fpoint[1] | 0.34 | 6 | instruction[6] |
| worst min-delay path | rs1[2] | 2.52 | 3 | instruction[23] |
## logic make-up after synthesis
group	synth area share (%)
xor gates and xnor gates	3.55
and+or+nand+nor	46.1
buffers and inverters	10.6
muxes	3.17
latches	7.60
AOI/OAI and AO/OA	28.9
## flip-flops by register name, indices dropped and copies added, names as in the netlist
name and cells:
aluctl 4, jall 1
## worst max-delay path, stage by stage
cell and delay, ns:
clkdlybuf4s50_1 0.39, or4_4 0.57, nor3_1 0.36, a31oi_1 0.14, nor2_1 0.11, clkdlybuf4s50_1 0.49
## layer usage
layer / global-route usage [%] / up-vias
met2: 10.2 / 37
met3: 1.31 / 0
met1: 8.35 / 629
met5: 0 / -
li1: - / 681
met4: 0.0834 / 0
## synth_stat cells, types with 3 or more instances
cell	number
inv_1	10
nand2_1	8
nor2b_1	3
nor3_1	5
nor3b_1	3
dlxtn_1	5
clkbuf_1	9
nand3_1	3
nand2b_1	3
or2_2	7
o21ai_0	10
or3_1	4
and3_1	4
and2_1	8
a31oi_1	3
a21oi_1	7
nor4_1	3
nor2_1	15
buf_2	6
o21a_1	4
o211ai_1	4
No activity file was given, so power comes from the tool's default toggle rates.
